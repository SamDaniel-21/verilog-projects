### run.sh
#!/bin/bash
# OpenROAD 26Q1-2900-gdf79404cd8, Yosys 0.63+post, stock flow scripts
make -C /OpenROAD-flow-scripts/flow DESIGN_CONFIG=/design/flow/config.mk WORK_HOME=/design/flow/orfs finish
### config.mk
export PLATFORM = sky130hd
export DESIGN_NAME = top_fsm
export DESIGN_NICKNAME = top_fsm
export VERILOG_FILES = /design/flow/design.v
export SDC_FILE = /design/flow/constraint.sdc
export NUM_CORES = 4
export LEC_CHECK = 1
export CORE_UTILIZATION = 40
### constraint.sdc
current_design top_fsm

set clk_period 13.8
set clk_io_pct 0.2

create_clock -name clk0 -period $clk_period [get_ports {clk}]

set non_clock_inputs [all_inputs -no_clocks]
set_input_delay [expr $clk_period * $clk_io_pct] -clock clk0 $non_clock_inputs
set_output_delay [expr $clk_period * $clk_io_pct] -clock clk0 [all_outputs]
### design.v
`timescale 1ns/1ps
module ram_dp_async_read
#(parameter w=8, parameter d=16, parameter d_log=$clog2(d))
(
    input [w-1:0]data_in,
    input [d_log-1:0]addr_rd,
    input [d_log-1:0]addr_wr,
    input wr,
    input clk,
    output [w-1:0]data_out
);
reg [w-1:0] ram [0:d-1];
always @(posedge clk) begin
    if(wr) begin
        ram[addr_wr]<=data_in;
    end
end
assign data_out=ram[addr_rd];
endmodule
`timescale 1ns/1ps
module top_fsm( input clk, input rst_n, input [7:0]data_wr, input wr_en, input [4:0]wr_add, input [3:0]rd_add, input op_mode, output [15:0]data_out, 
output reg done
);
parameter [3:0] IDLE = 4'b0001, 
    READ_BYTE0=4'b0010,
    READ_BYTE1=4'b0100,
    WRITE_BYTE12=4'b1000;
reg [3:0]state, next_state;
reg [4:0] ram_pointer;
wire [7:0]fsm_in_data;
reg [4:0]fsm_in_add;
reg we;
reg [7:0] read_0;
reg [7:0] read_1;
reg [3:0] fsm_out_add;
ram_dp_async_read #(.w(8), .d(32) ) R1( .data_in(data_wr), .wr(wr_en), .clk(clk), .addr_wr(wr_add), .addr_rd(fsm_in_add), .data_out(fsm_in_data));
ram_dp_async_read #(.w(16), .d(16)) R2( .data_in({read_1,read_0}), .wr(we), .clk(clk), .addr_wr(fsm_out_add), .addr_rd(rd_add), .data_out(data_out));
always @(*) begin
    next_state=IDLE;
    fsm_in_add=0;
    we=0;
    case(state) 
        IDLE: begin
            if(op_mode == 1'b1) next_state=READ_BYTE0;
        end
        READ_BYTE0: begin
            fsm_in_add=ram_pointer;
            next_state=READ_BYTE1;
        end
        READ_BYTE1: begin
            fsm_in_add=ram_pointer;
            next_state=WRITE_BYTE12;
        end
        WRITE_BYTE12: begin
            if(done == 1'b0) begin
                next_state=READ_BYTE0;
            end
            else begin
                next_state=IDLE;
            end
            we=1; 
        end
        default: begin
            next_state=IDLE;  
        end  
    endcase
end
always @(posedge clk or negedge rst_n) begin
    if(!rst_n) begin
        state<=IDLE;
    end
    else begin
        state<=next_state;
    end
end
always @(posedge clk or negedge rst_n) begin
    if(!rst_n) begin
        ram_pointer <= 5'b0;
    end
    else if( (state == READ_BYTE0) || (state ==  READ_BYTE1) ) begin
        ram_pointer <= ram_pointer+1'b1;
    end
end
always @(posedge clk or negedge rst_n) begin
    if(!rst_n) begin
        fsm_out_add <= 4'b0;
    end
    else if ( state == READ_BYTE0) begin
        fsm_out_add <= (ram_pointer>>1) ;
    end
end
always @(posedge clk or negedge rst_n) begin
    if(!rst_n) begin
        done<=1'b0;
    end 
    else if (op_mode) begin 
        done<=1'b0;
    end
    else if (ram_pointer == 5'd31 ) begin  
        done<=1'b1;
    end
end
always @(posedge clk or negedge rst_n) begin
    if(!rst_n) begin
        read_0 <= 8'b0;
        read_1 <= 8'b0;
    end
    else begin
        read_0 <= fsm_in_data;
        read_1 <= read_0;
    end
end
endmodule
==> results.py <==
# Metrics from the implementation run
metrics = {
    "final_timing": {
        "worst_slew_margin_rel_pct": 40.8,
        "achievable-frequency_ghz": 0.121,
        "setup_viol_count_final": 0,
        "timing_max_transition_violations_final": 0,
        "worstMarginPinSlew_ns": 0.885,
        "timing.final.hold_violations": 0,
        "grt_setup_unrepaired": "false",
        "fin_worst_skew_ns": 0.0267,
        "period_used_pct": 59.8,
        "final.min_clock_period_ns": 8.26,
        "finalSetupTns_ns": 0,
    },
    "synth": {
        "yosys.stat.chipArea_um2": 21200,
        "synth.ff_latch_count": 542,
        "synth.cellmix.compoundShare_pct": 5.14,
        "synth-xor-area-share_pct": 0.124,
        "ys_sh_simple_pct": 4.29,
        "ys_warn_count": 3,
        "synth.logic.top_family": "multiplexers",
        "syn_avg_cell_area_um2": 19.1,
        "syn_area_um2": 21200,
        "post_synth_fa_ha_maj_area_fraction_pct": 0.118,
        "dominantRegCellSynth": "edfxtp_1",
        "netlist-cell-type-count": 53,
        "syn-instance-count": 1112,
        "synth-async-reset-ratio_pct": 5.54,
        "enable_flop_cells": 512,
        "yosys-stat-cells": 1112,
        "mux_share_of_area_pct": 12.6,
        "synth_sequential_area_ratio_pct": 76.0,
    },
    "clocking": {
        "ctsLongestPathBuffers": 3,
        "cts_buffers": 55,
        "cts.repair_timing.setup_buffer_count": 0,
        "clk_pin_slew_worst_paths_ns": 0.06,
        "tritoncts_num_sinks": 542,
        "cts_resized": 0,
        "cts_tree": "built",
        "clock_tree.root_cell": "clkbuf_16",
        "cts-hold-fix-buffers": 0,
        "htree_num_levels": 2,
        "clock.latency.late_pin_ns": 0.60,
    },
    "setup_path": {
        "critPathKind": "in2out",
        "worst-path-buf-inv": 3,
        "worstPathRequired_ns": 11.04,
        "critPathMaxStageDelay_ns": 0.59,
        "worstPathCellList": "buf_4, buf_4, mux4_2, mux4_2, clkdlybuf4s50_1",
        "cp_top_family": "buffers and inverters",
        "worst_ep_arrival_time_ns": 5.50,
        "worst_setup_path_start_kind": "input port",
        "critical_path.slowest_cell": "buf_4",
        "timing.critical_path.fanout_max": 39,
        "worstSetupEndpointType": "primary output",
    },
    "floorplanning": {
        "die_w_um": 232,
        "placementRows": 84,
        "core_area_um2": 52400,
        "floorplan.core_util_pct": 40.4,
        "i_o_pin_count": 38,
        "die_height_um": 232,
        "chipArea_um2": 53900,
    },
    "drt": {
        "drt_first_pass_iters": 5,
        "vias": 10600,
        "routed_wire_length_per_instance_um": 23.4,
        "via_count_normalized_by_instance_count": 5.51,
        "drt-total-wl_mm": 44.8,
        "route.antenna.diode_count": 0,
        "drt_first_iter_violations": 638,
        "detail_route.drc_violations": 0,
        "ant_nets": 0,
    },
    "place": {
        "post-place-cells": 1813,
        "io_buffer_count": 37,
        "dp_hpwl_mm": 25.7,
        "globalplace.congestion": 0.848,
    },
    "cells_and_area": {
        "final_layout_top_logic_cell": "edfxtp_1",
        "nFillCells": 4307,
        "post_synthesis_to_final_layout_area_growth_pct": 14.0,
        "most-common-layout-cells": "edfxtp_1, mux4_2, nor2_1",
        "post_layout_nonfiller_instances": 1916,
        "drive_gt1_share_pct": 22.5,
    },
    "global_route": {
        "groute.usage.overall_pct": 18.6,
        "grt_start_max_net_pins": 62,
        "globalRoute.totalOverflow": 0,
        "first_global_vias": 11300,
        "global_route_wire_length_before_repair_mm": 67.5,
        "antenna_found_initial": 0,
    },
    "pwr": {
        "power_leakage_nw": 7.87,
        "peakVddDrop_v": 0.000107,
        "pwr_density_cell_nw_per_um2": 192,
    },
    "run": {
        "tool_warnings": 25,
        "maxCapViolations": 0,
    },
    "outcome": {
        "status": "completed",
    },
    "min_path": {
        "worst_hold_path_type": "reg2reg",
    },
}
-- Yosys cell counts, types with 8 or more instances --
cell type,instances,share of area (%)
a21oi_1,8,0.19
a221o_1,8,0.38
a221oi_1,8,0.33
a22oi_1,16,0.57
a31oi_1,21,0.62
and3_1,16,0.47
buf_2,21,0.50
clkbuf_1,36,0.64
dfrtp_1,29,3.4
edfxtp_1,512,72
inv_1,16,0.28
mux2_2,28,1.5
mux2i_1,23,1.1
mux4_2,94,10
nand2_1,31,0.55
nand3_1,21,0.50
nand3b_1,8,0.28
nor2_1,76,1.3
nor2b_1,10,0.29
o21a_1,15,0.53
o21ai_0,19,0.45
o22ai_1,14,0.41
or3b_2,9,0.37
-- stage by stage --
stage	util [%]	worst slack [ns]	hold WS (ns)	area (um2)	power, W
after floorplan	-	6.64	0.374	21200	0.00290
after CTS	46.1	5.46	0.488	24200	0.00469
after global routing	46.1	5.31	0.512	24200	0.00485
after detailed placement	42.9	5.45	0.487	22500	0.00331
after global placement	42.9	5.51	0.475	22500	0.00330
final	46.1	5.54	0.487	24200	0.00464
-- worst register-to-register path: stages, from the launching register on --
cell      delay (ns)
dfrtp_4         0.66
buf_4           0.54
buf_4           0.53
mux2i_1         0.25
o21ai_0         0.13
a211oi_1        0.35
nor3b_1         0.10
or4_1           0.58
-- per-layer routing --
| layer | part of all wire, % | GRT usage [%] | vias to the layer above | wire (um) |
|---|---|---|---|---|
| li1 | - | - | 4679 | - |
| met1 | 37 | 24.9 | 5268 | 16500 |
| met2 | 48 | 27.9 | 533 | 21400 |
| met3 | 12 | 10.6 | 75 | 5580 |
| met4 | 2.8 | 4.34 | 2 | 1260 |
| met5 | 0.16 | 1.10 | - | 73 |
-- final cells by class --
type / instances / area [um2] / share of cell area [%]
multi-input combinational: 488 / 4770 / 19.7
clock inverter: 35 / 224 / 0.926
inverter: 16 / 60.1 / 0.248
tap: 688 / 861 / 3.56
sequential: 542 / 16100 / 66.7
timing repair buffer: 79 / 673 / 2.78
clock buffer: 68 / 1460 / 6.02
-- worst paths after layout --
path | start | to | slack (ns) | cells past startpoint
max in group asynchronous | rst_n | ram_pointer[1] | 11.21 | 2
min | done | state[3] | 0.49 | 1
max reg2reg | ram_pointer[1] | read_0[6] | 10.52 | 7
max | rd_add[0] | data_out[7] | 5.54 | 5
min reg2reg | done | state[3] | 0.49 | 1
min in group asynchronous | rst_n | read_1[0] | 2.19 | 2
-- cell families after synthesis --
group           count (synthesis)
flops                         542
simple gates                  187
compound gates                150
mux                           146
buf+inv                        82
xor+xnor                        3
fa+ha+maj                       2
-- registers in the layout (all words and copies together), names as in the netlist --
name and count:
fsm_out_add 4, ram_pointer 5, read_1 8, state 4, R1.ram 256, read_0 8, R2.ram 256, done 1
-- power breakdown --
part | total, W | switching, W | internal (W)
logic | 0.000977 | 0.000574 | 0.000403
registers | 0.00229 | 0.000193 | 0.00210
clock network | 0.00138 | 0.000608 | 0.000768
total | 0.00464 | 0.00137 | 0.00327
Power is estimated from default activity; no workload was simulated.
